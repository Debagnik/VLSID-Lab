==> /design/flow/design.v <==
module halfsub(output diff,bor, input A,B);
  wire a;
  xor x1(diff,A,B);
  not g(a,A);
  and a1(bor,a,B);
endmodule
module fullsub(output diff,bout, input P,Q,bin);
  wire d1,b1,b2;
  halfsub hs1(d1,b1,P,Q);
  halfsub hs2(diff,b2,d1,bin);
  or o(bout,b2,b1);
endmodule
module fourbitsub(output [3:0]D,output bout,input [3:0]A,B, input bin);
  wire b1,b2,b3;
  fullsub fs0(D[0],b1,A[0],B[0],bin);
  fullsub fs1(D[1],b2,A[1],B[1],b1);
  fullsub fs2(D[2],b3,A[2],B[2],b2);
  fullsub fs3(D[3],bout,A[3],B[3],b3);
endmodule
==> /design/flow/run.sh <==
#!/bin/bash
# OpenROAD 26Q1-2900-gdf79404cd8, Yosys 0.63+post, stock flow scripts
make -C /OpenROAD-flow-scripts/flow DESIGN_CONFIG=/design/flow/config.mk WORK_HOME=/design/flow/orfs finish
==> /design/flow/config.mk <==
export PLATFORM = sky130hd
export DESIGN_NAME = fourbitsub
export DESIGN_NICKNAME = fourbitsub
export VERILOG_FILES = /design/flow/design.v
export SDC_FILE = /design/flow/constraint.sdc
export NUM_CORES = 4
export LEC_CHECK = 1
export CORE_AREA = 10 10 70 70
export DIE_AREA = 0 0 80 80
==> /design/flow/constraint.sdc <==
current_design fourbitsub

set clk_period 3.8
set clk_io_pct 0.2

create_clock -name clk0 -period $clk_period

set non_clock_inputs [all_inputs -no_clocks]
set_input_delay [expr $clk_period * $clk_io_pct] -clock clk0 $non_clock_inputs
set_output_delay [expr $clk_period * $clk_io_pct] -clock clk0 [all_outputs]
==> results.json <==
{
  "drt-vias-per-instance": 1.65,
  "n_clock_buffer": 0,
  "hold_violations": 0,
  "tightest_slew_ns": 0.0971,
  "io_pins": 14,
  "min_path_type": "in2out",
  "yosysCellCount": 18,
  "wire_per_inst_um": 5.22,
  "cts_hold_buf": 0,
  "wl_um": 386,
  "critical_path_arrival_ns": 2.93,
  "drtPass1Iterations": 1,
  "coreArea_sq_mm": 0.00342,
  "dp_slack_ns": -0.114,
  "setup_viol": 0,
  "avgSynthCellArea_sq_um": 8.20,
  "gp_congestion": 0.759,
  "synth.distinct_cells": 3,
  "area_leaders": "fa_1 54%, inv_1 25%, buf_4 20%",
  "syn2layout_area_growth_pct": 118,
  "p_leak_nw": 0.135,
  "cp_max_fo": 1,
  "cp_cell_sequence": "clkdlybuf4s50_1, fa_2, inv_2, fa_2, fa_1, inv_1, fa_2, dlygate4sd2_1",
  "dp.final_hpwl_um": 395,
  "setup_ws_ns": 0.107,
  "endpoint_kind": "primary output",
  "cp-start-kind": "input port",
  "ys_area_sq_um": 148,
  "period_needed_ns": 3.69,
  "n_antenna_cell": 0,
  "ant_nets": 0,
  "grt_pass1_vias": 111,
  "drc": 0,
  "die_area_sq_mm": 0.00640,
  "power_density_mw_per_mm2": 113,
  "grt-ovfl-total": 0,
  "top_cell_area_share_pct": 54.2,
  "worst_path_most_repeated_cell": "fa_2",
  "fp_util_pct": 4.32,
  "drv_cap": 0,
  "die_y_um": 80,
  "slew_violations": 0,
  "die_w_um": 80,
  "min_period_over_period_pct": 97.2,
  "ys_warn_count": 0,
  "syn_inst": 18,
  "grt_max_degree": 2,
  "relSlewSlack_pct": 93.5,
  "rows": 21,
  "synth.most_common_cell": "inv_1",
  "vdd_drop_max_v": 0.0000306,
  "post_cts_buffers": 0,
  "track_usage_pct": 1.02,
  "mappedNetlistArea_sq_um": 148,
  "cp_slowest_cell": "clkdlybuf4s50_1",
  "warnings": 32,
  "worstSetupPathType": "in2out",
  "drtIter0Drc": 0,
  "cp.required_ns": 3.04,
  "setup_tns_ns": 0,
  "flops": 0,
  "vias": 122,
  "portBuffers": 14,
  "grt_pass1_wl_um": 496,
  "drive_above_1_share_pct": 14.3,
  "status": "finished, final reports clean",
  "synthTopCellsByCount": "10 x inv_1, 4 x buf_4, 4 x fa_1",
  "fin_hold_ws_ns": 2.38,
  "critPathMaxStageDelay_ns": 0.49,
  "synth_seq_share_pct": 0,
  "antenna_found_initial": 0,
  "clock.fmax_mhz": 271,
  "seq_area_sq_um": 0,
  "yosys.area.top_type": "fa_1"
}
kinds of logic (layout without fill, tap and decap cells):
group / after synthesis / in the layout / share of synthesized area [%]
buffers and inverters: 14 / 24 / 45.8
adders and majority gates: 4 / 4 / 54.2
placed cells by master (no fill, tap or decap), drive strengths merged:
cell type       n
dlygate4sd2     1
inv            10
clkdlybuf4s50  13
fa              4
path summary, 6_finish.rpt:
path	from	endpoint	cells after the start
hold / removal	B[3]	D[3]	4
setup / recovery	A[0]	D[3]	8
layer usage:
layer  global-route usage, %  vias up  share of wire (%)
met5                       0        -                  0
met4                       0        0                  0
met3                   0.795        0                 23
met2                   0.883       14                 17
met1                    1.74       48                 59
li1                        -       60                  -
repair_timing:
item / CTS / global route
pin swaps: 1 / 1
endpoints found under the setup margin: 1 / 2
resized: 2 / 3
endpoints found under the hold margin: 0 / 0
where the power goes:
| part | switching [mW] | internal (mW) | total (mW) | leakage (nW) |
|---|---|---|---|---|
| Sequential | 0 | 0 | 0 | 0 |
| Combinational | 0.0105 | 0.0257 | 0.0362 | 0.135 |
| Clock | 0 | 0 | 0 | 0 |
| Total | 0.0105 | 0.0257 | 0.0362 | 0.135 |
critical path: cells and delay by family:
kind       cells  cell delay, ns
fa+ha+maj      4            1.32
buf+inv        4            0.86
final cells by class:
| cell class | count | area [sq um] |
|---|---|---|
| well taps | 46 | 57.6 |
| fillers | 411 | 3090 |
| repair buffers | 14 | 139 |
| multi-input cells | 4 | 87.6 |
| inverters | 10 | 37.5 |
metrics by stage:
stage	instance area (sq um)	total power [mW]	std cells	util, %
after detailed placement	315	0.0382	74	9.23
after floorplan	148	0.0181	18	-
final	322	0.0362	74	9.41
after CTS	317	0.0369	74	9.27
after global routing	322	0.0423	74	9.41
after global placement	315	0.0383	74	9.23
No activity file was given, so power comes from the tool's default toggle rates.
