File: flow/design.v
module updown(output[3:0]count,input clock,reset,updn);
  reg [3:0]count;
  always @ (posedge clock) begin
    if (reset == 1)
      count = 0;
    else if(updn == 1)
      count = count + 1;
    else if(updn == 0)
      count = count - 1;
    else 
      count=15;
  end
endmodule
File: flow/run.sh
#!/bin/bash
# OpenROAD 26Q1-2900-gdf79404cd8, Yosys 0.63+post, stock flow scripts
make -C /OpenROAD-flow-scripts/flow DESIGN_CONFIG=/design/flow/config.mk WORK_HOME=/design/flow/orfs finish
File: flow/config.mk
export PLATFORM = sky130hd
export DESIGN_NAME = updown
export DESIGN_NICKNAME = updown
export VERILOG_FILES = /design/flow/design.v
export SDC_FILE = /design/flow/constraint.sdc
export NUM_CORES = 4
export LEC_CHECK = 1
export CORE_AREA = 10 10 70 70
export DIE_AREA = 0 0 80 80
File: flow/constraint.sdc
current_design updown

set clk_period 2.1
set clk_io_pct 0.2

create_clock -name clk0 -period $clk_period [get_ports {clock}]

set non_clock_inputs [all_inputs -no_clocks]
set_input_delay [expr $clk_period * $clk_io_pct] -clock clk0 $non_clock_inputs
set_output_delay [expr $clk_period * $clk_io_pct] -clock clk0 [all_outputs]
==> out/metrics.cfg <==
[clock_network]
hold_buffers = 0
clk_pin_slew_ns = 0.04
cts_resized = 0
clock-sinks = 4
htree_levels = 1
postCtsSetupBuffers = 0
cts_tree = yes
cts_buffers = 3
clkLatencyLatePin_ns = 0.23
clockBufferDepth = 2
root_buffer = clkbuf_4

[pwr]
leakage_nw = 0.119
ir_drop_uv = 89.8
p_per_area_nw_per_um2 = 858

[drt]
totalWireLength_microns = 454
antenna_cells = 0
routedWlPerCell_microns = 6.22
drt_iter0_markers = 7
dr.pass1.iters = 2
vias = 159
drc = 0
drtAntennaViolNets = 0
via_per_inst = 2.18

[cells_and_area]
layout-drive-gt1-share = 0.148
final_cell_area_sq_um = 332
layout_top_cell = clkdlybuf4s50_1
largest_register_ffs = 4
regArea_sq_um = 80.1
layout_top_cells = clkdlybuf4s50_1, dfxtp_1, clkbuf_4
logic_area_sq_um = 108
area_growth_pct = 73.2
fillers = 406

[placement]
dpl_cell_area_sq_um = 309
hpwl_microns = 392
portBuffers = 6
gp_congestion = 0.630

[global_route]
antenna_found_initial = 0
grt_pass1_vias = 192
grt_pass1_wl_microns = 841
globalRoute.totalOverflow = 0
grt_max_degree = 5
track_usage = 0.0172

[synthesis]
synth.area.top_cells = dfxtp_1, ha_1, fa_1
synth_area_sq_um = 191
seq_area_frac_synth = 0.418
synth_cells = 18
top_cell_area_share = 0.418
synth_flops = 4
ys_warn_count = 1
synth_area_leader_cell = dfxtp_1
ys_cells = 18
yosys_area_sq_um = 191
syn_area_per_cell_sq_um = 10.6
synth_cell_types = 11

[worst_setup_path]
cp-end-kind = flop
path_class = in2reg
rr_worst_depth = 4
regToRegEndpoint = count[3]
required_ns = 2.27
cp-start-kind = input port
cp_max_fo = 3
r2r_slack_ns = 0.95
r2r_start = count[2]
crit_arrival_ns = 1.78

[floorplan]
rows = 21
die.size.y_microns = 80
design.core.area_sq_um = 3420
fp.dieW_microns = 80
die-area_sq_um = 6400
fp-utilization = 0.0560
num_io_pins = 7

[timing]
finalHoldViolCount = 0
clock_skew_ns = 0.00194
slew_viol_final = 0
setup_tns_ns = 0
relSlewSlack = 0.869
period_used_share = 0.767
rsz0062_at_grt = false
tightest_slew_ns = 0.195
final.min_clock_period_ns = 1.61
fmax_mhz = 621
whs_ns = 0.480
setup_violations = 0

[min_path]
min_path_type = reg2reg
whs_path_depth = 1
hold_start = count[0]
holdPathEnd = count[0]

[status]
status = finished clean

[job]
max_cap_violations = 0
warning_count = 25

==> worst max-delay path by stage <==
stage | from | endpoint | cells after the start
final | updn | count[3] | 6
after CTS | updn | count[3] | 6
after global routing | updn | count[3] | 6
==> metal layers <==
| layer | share of wire | global-route usage | vias up |
|---|---|---|---|
| met4 | 0 | 0.00704 | 0 |
| met1 | 0.41 | 0.0187 | 73 |
| li1 | - | - | 80 |
| met3 | 0.17 | 0.0193 | 0 |
| met2 | 0.42 | 0.0201 | 6 |
| met5 | 0 | 0 | - |
==> cells in the mapped netlist (all sizes together) <==
| master | number |
|---|---|
| a21o | 1 |
| ha | 2 |
| nand3 | 2 |
| nor2b | 1 |
| a21oi | 2 |
| dfxtp | 4 |
| fa | 1 |
| nor2 | 2 |
| inv | 1 |
| xnor2 | 2 |
==> cell type report <==
type,count,area share
inverter,1,0.0113
tap,46,0.174
multi-input combinational,13,0.325
sequential,4,0.242
timing repair buffer,6,0.181
clock buffer,3,0.0679
==> worst max-delay path, stage by stage <==
cell,delay [ns]
clkdlybuf4s50_1,0.50
inv_1,0.09
ha_1,0.33
a21oi_1,0.20
nand3_1,0.12
a21oi_2,0.13
==> per-stage QoR <==
| step | std cells | total power [mW] | util | setup slack, ns |
|---|---|---|---|---|
| floorplan | 18 | 0.147 | - | 0.850 |
| global placement | 70 | 0.187 | 0.0905 | 0.260 |
| detailed placement | 70 | 0.190 | 0.0905 | 0.239 |
| CTS | 73 | 0.292 | 0.0971 | 0.493 |
| global route | 73 | 0.318 | 0.0971 | 0.404 |
| finish | 73 | 0.285 | 0.0971 | 0.490 |
==> report_power, final <==
group,switching (mW),internal (mW),total [mW]
registers,0.0109,0.0909,0.102
logic,0.0310,0.0548,0.0858
clock network,0.0328,0.0640,0.0969
total,0.0748,0.210,0.285
==> cell families (layout without fill, tap and decap cells) <==
group,count (synthesis),after routing,share of synthesized area
AND-OR/OR-AND,3,3,0.111
AND/OR/NAND/NOR,5,5,0.124
buffers and inverters,1,10,0.0196
XOR/XNOR,2,2,0.0915
flip-flops,4,4,0.418
adder cells (fa/ha/maj),3,3,0.235
No activity file was given, so power comes from the tool's default toggle rates.
